==> design.v <==
`timescale 1ns / 1ps
module reloj_ms(clock_FPGA, reloj_N_ms);
	parameter CANT_MS = 1;
	input clock_FPGA;
	output reg reloj_N_ms;
	reg [14:0] contador;
	initial contador = 0;
	initial reloj_N_ms = 0;
	always@ (posedge clock_FPGA)
	begin
		if (contador >= CANT_MS*25000)
		begin
			contador = 0;
			reloj_N_ms = ~reloj_N_ms;
		end
		else 
			contador = contador +1;
	end
endmodule
==> run.sh <==
#!/bin/bash
# OpenROAD 26Q1-2900-gdf79404cd8, Yosys 0.63+post, stock flow scripts
make -C /OpenROAD-flow-scripts/flow DESIGN_CONFIG=/design/flow/config.mk WORK_HOME=/design/flow/orfs finish
==> config.mk <==
export PLATFORM = sky130hd
export DESIGN_NAME = reloj_ms
export DESIGN_NICKNAME = reloj_ms
export VERILOG_FILES = /design/flow/design.v
export SDC_FILE = /design/flow/constraint.sdc
export NUM_CORES = 4
export LEC_CHECK = 1
export CORE_AREA = 10 10 70 70
export DIE_AREA = 0 0 80 80
==> constraint.sdc <==
current_design reloj_ms

set clk_period 3.7
set clk_io_pct 0.2

create_clock -name clk0 -period $clk_period [get_ports {clock_FPGA}]

set non_clock_inputs [all_inputs -no_clocks]
set_input_delay [expr $clk_period * $clk_io_pct] -clock clk0 $non_clock_inputs
set_output_delay [expr $clk_period * $clk_io_pct] -clock clk0 [all_outputs]
==> results.py <==
# Synthesis and PnR figures
metrics = {
    "critical_path": {
        "critical_path_peak_fanout": 2,
        "critical_path.startpoint_type": "register",
        "critPathArrivalTime_ps": 1090,
        "setup.worst_path.end_class": "output pin",
        "critPathKind": "reg2out",
        "cp.required_ps": 2960,
        "cp_num_buf_inv": 1,
        "path_delay_family": "buffers and inverters",
        "slowest_stage": "clkdlybuf4s50_1",
        "max_stage_delay_ps": 460,
        "path_cells": "clkdlybuf4s50_1",
    },
    "timing": {
        "report.final.slew_viol_count": 0,
        "post-route-min-period_ps": 1830,
        "hold_violations": 0,
        "setup_tns_ps": 0,
        "rsz0062_at_grt": "no",
        "fin_crit_sh_pct": 49.5,
        "skew_ps": 8.19,
        "setup_viol_count_final": 0,
        "max_slew_margin_pct": 49.7,
        "worstMarginPinSlew_ps": 754,
        "clock.fmax_ghz": 0.546,
    },
    "synth": {
        "ys.warnings.count": 1,
        "synth_cell_types": 22,
        "topCellsByArea": "dfxtp_1, xnor2_1, nor2_1",
        "top_area_cell": "dfxtp_1",
        "ys_cells": 78,
        "synth-edff-count": 1,
        "netlist_area_sq_um": 747,
        "yosys_area_sq_um": 747,
        "postSynthAreaPerCell_sq_um": 9.58,
        "top_area_share_pct": 40.2,
        "yosys_register_bits": 16,
        "synth_async_sr_flop_share_pct": 0,
        "synth_seq_share_pct": 44.2,
        "ys.flop_type": "dfxtp_1",
        "synthCells": 78,
    },
    "grt": {
        "grt_max_degree": 17,
        "grt_pass1_vias": 467,
        "grt_overflow": 0,
        "antenna_found_initial": 0,
        "grt_pass1_wl_mm": 1.92,
        "track_usage_pct": 3.52,
    },
    "route": {
        "drt_wl_total_mm": 1.08,
        "drt_iter0_markers": 31,
        "dr.pass1.iters": 4,
        "post-route-drc-count": 0,
        "vias": 496,
        "wl_per_cell_um": 8.40,
        "antenna_left": 0,
        "antennaDiodeCount": 0,
        "viasPerCell": 3.88,
    },
    "die": {
        "ios": 2,
        "fp_util_pct": 21.9,
        "die_w_um": 80,
        "num_rows": 21,
        "die_area_sq_mm": 0.00640,
        "die_y_um": 80,
        "core_area_sq_mm": 0.00342,
    },
    "placed_design": {
        "post-dp-hpwl_um": 743,
        "globalplace.congestion": 0.806,
        "port_buffers": 1,
    },
    "pwr": {
        "powerDensity_mw_per_mm2": 321,
        "p_leak_nw": 0.280,
        "vdd_drop_max_mv": 0.0640,
        "total_power_w": 0.000266,
    },
    "cts": {
        "htree_levels": 1,
        "cts_setup_buffers": 0,
        "cts_buffer_depth": 2,
        "clkLatencyLatePin_ps": 280,
        "cts-buffers-inserted": 3,
        "holdBufCountCts": 0,
        "clkTransAtPathRegs_ps": 90,
        "cts_tree": "done",
        "cts-resized-gates": 0,
        "cts_sinks": 16,
        "cts_root_buffer": "clkbuf_4",
    },
    "flow_run": {
        "warnings": 27,
        "max_cap_viol_count": 0,
    },
    "cells_and_area": {
        "synthToLayoutAreaGrowth_pct": 11.1,
        "layout-drive-gt1-share_pct": 14.6,
    },
    "min_path": {
        "hp-class": "reg2reg",
    },
    "status": {
        "status": "finished clean",
    },
}
## cells in the final DEF, fill, tap and decap left out, drive strengths merged, types with 3 or more instances in the layout
cell / synthesis / routed
xnor2: 10 / 10
nor3: 4 / 4
nand3: 6 / 6
inv: 5 / 5
dfxtp: 15 / 15
nor2: 15 / 15
xor2: 3 / 3
nor4: 4 / 4
nand2: 4 / 4
clkbuf: 0 / 4
## cell usage after synthesis (2+ instances only)
master / number
nand2_1: 4
nand3_1: 6
dfxtp_1: 15
inv_1: 5
nor4_2: 3
xnor2_1: 10
nor2_1: 13
ha_1: 2
xor2_1: 3
nor2_2: 2
nor3_1: 4
## layer usage
metal | share of wire (%) | vias up | track usage (%)
met5 | 0 | - | 0
met1 | 53 | 221 | 4.75
met2 | 39 | 6 | 5.22
li1 | - | 265 | -
met3 | 5.5 | 4 | 1.25
met4 | 2.0 | 0 | 0.880
## per-stage QoR
stage | cells | utilization (%) | instance area, sq um | hold slack (ps) | worst slack (ps)
2_1_floorplan | 78 | - | 747 | 452 | 2340
3_3_place_gp | 124 | 23.5 | 803 | 486 | 2050
3_5_place_dp | 124 | 23.5 | 803 | 486 | 2050
4_1_cts | 128 | 24.3 | 830 | 507 | 1850
5_1_grt | 128 | 24.3 | 830 | 544 | 1810
6_report | 128 | 24.3 | 830 | 504 | 1870
## sequential cells by signal, indices dropped and copies added (netlist names)
register	cells
reloj_N_ms	1
contador	15
## power by group
group | switching (W) | internal (W) | leakage, nW
sequential | 0 | 0.000174 | 0.132
combinational | 0 | 0 | 0.132
clock | 0.0000511 | 0.0000418 | 0.0150
## cells by family after synthesis
group	Yosys count	synth area share (%)
AND/OR/NAND/NOR	38	30.0
flip-flops	16	44.2
XOR/XNOR	13	15.2
buffers and inverters	6	4.02
AND-OR/OR-AND	3	3.18
adder cells (fa/ha/maj)	2	3.35
## path summary, 6_finish.rpt
kind / start / endpoint / slack (ps) / depth (start not counted)
setup / recovery: reloj_N_ms / reloj_N_ms / 1870 / 1
hold / removal: contador[0] / contador[0] / 500 / 1
setup reg to reg: contador[5] / reloj_N_ms / 2050 / 3
hold reg to reg: contador[0] / contador[0] / 500 / 1
## layout make-up
class                           instances  area, sq um
Timing Repair Buffer                    1         10.0
Multi-Input combinational cell         56          387
Sequential cell                        16          330
Inverter                                5         18.8
Fill cell                             375         2590
Clock buffer                            4         26.3
Tap cell                               46         57.6
Power is estimated from default activity; no workload was simulated.
