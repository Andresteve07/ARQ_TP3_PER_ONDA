==> design/flow/design.v <==
`timescale 1ns / 1ps
module multiplexor_RegBCD(reg_cifrasBCD,reloj_1ms,cifraBCD,pantalla);
	parameter TAM_REG_BCD = 8+4;
	parameter CANT_PANTALLAS = (8+4)/4;
	input [TAM_REG_BCD-1 : 0] reg_cifrasBCD;
	input reloj_1ms;
	output reg [3:0] cifraBCD;
	output [CANT_PANTALLAS-1:0] pantalla;
	reg [CANT_PANTALLAS-1 : 0] pantalla_aux;
	initial pantalla_aux = {CANT_PANTALLAS{1'b1}} >> 1; 
	initial cifraBCD = 0;
	assign pantalla = pantalla_aux;
	integer i = 0;
	always@ (posedge reloj_1ms)
	begin
		if(i >= (TAM_REG_BCD))
			i = 0;
		cifraBCD = (reg_cifrasBCD>>i);
		i = i+4;
		pantalla_aux = {pantalla_aux[CANT_PANTALLAS-2:0], pantalla_aux[CANT_PANTALLAS-1:CANT_PANTALLAS-1]};
	end
endmodule
==> design/flow/run.sh <==
#!/bin/bash
# OpenROAD 26Q1-2900-gdf79404cd8, Yosys 0.63+post, stock flow scripts
make -C /OpenROAD-flow-scripts/flow DESIGN_CONFIG=/design/flow/config.mk WORK_HOME=/design/flow/orfs finish
==> design/flow/config.mk <==
export PLATFORM = sky130hd
export DESIGN_NAME = multiplexor_RegBCD
export DESIGN_NICKNAME = multiplexor_RegBCD
export VERILOG_FILES = /design/flow/design.v
export SDC_FILE = /design/flow/constraint.sdc
export NUM_CORES = 4
export LEC_CHECK = 1
export CORE_UTILIZATION = 40
==> design/flow/constraint.sdc <==
current_design multiplexor_RegBCD

set clk_period 9.4
set clk_io_pct 0.2

create_clock -name clk0 -period $clk_period [get_ports {reloj_1ms}]

set non_clock_inputs [all_inputs -no_clocks]
set_input_delay [expr $clk_period * $clk_io_pct] -clock clk0 $non_clock_inputs
set_output_delay [expr $clk_period * $clk_io_pct] -clock clk0 [all_outputs]
==> reports/qor.yml <==
synth-async-reset-ratio_pct: 0
rrSetupSlack_ns: 5.97
drt-initial-drc-count: 140
routed_wl_mm: 4.75
vdd_drop_max_uv: 106
synth_seq_share_pct: 34.0
dr.pass1.iters: 4
port_buffers: 19
cts_tree: "yes"
grt_start_max_net_pins: 28
cts.sinks: 39
die_x_um: 77.8
dieHeight_um: 77.8
setup_viol: 0
core_region_area_mm2: 0.00551
cp_max_fo: 14
crit_path_cell_trace: "nor4_2, nand4_2, o21ai_2, nand2_1, inv_1, ha_1, nand3_1, nor4_4, nand2_2, nor4b_2, xnor2_1, nor2_1"
yosys_cells: 251
synth-edff-count: 0
cpPeakStageDelay_ns: 0.56
seq_area_um2: 781
post_synth.cell_area_avg_um2: 9.16
synthFlopType: "dfxtp_1"
hp-class: "flop to flop"
vias: 1857
cts_setup_buffers: 0
slowest_stage: "o21ai_2"
n_fill_cell: 528
drive_gt1_share_pct: 15.6
finalHoldViolCount: 0
endpoint: "i[24]"
grt_pass1_vias: 1665
dp_hpwl_mm: 3.37
antenna_cells: 0
fin_crit_sh_pct: 36.4
leakage_nw: 0.892
startpoint_type: "flop"
overflow: 0
mi_logic_area_mm2: 0.00143
root_buffer: "clkbuf_8"
ant_nets: 0
clkTransAtPathRegs_ns: 0.09
reg2reg_from: "i[30]"
yosysWarnings: 1
clk_path_buf_depth: 2
reg2reg_to: "i[24]"
outcome: "finished, final reports clean"
stage_log_warnings: 25
post-route-drc-count: 0
cts_resized: 0
cp_num_buf_inv: 1
worstPathRequired_ns: 9.58
max_freq_ghz: 0.292
power_density_mw_per_mm2: 121
grt_usage_pct: 17.6
cp_top_family: "simple AND/OR/NAND/NOR gates"
critPathKind: "flop to flop"
clk_latency_ns: 0.30
io-pin-count: 20
gp_congestion: 0.902
antenna_found_initial: 0
ys_types: 61
period_needed_ns: 3.43
top_area_share_pct: 34.0
grt_first_pass_wirelength_mm: 8.38
top_cells_by_count: "dfxtp_1, nor2_1, nand2_1"
htreeDepth: 2
die_area_mm2: 0.00605
rows: 27
worst_pin_slew_ns: 0.729
crit_start: "i[30]"
final_util_pct: 48.1
postSynthCellCount: 251
max_cap_violations: 0
post-place-ws_ns: 5.88
netlist_area_mm2: 0.00230
viasPerCell: 5.45
topCellsByArea: "dfxtp_1, xnor2_1, nor4_4"
hold_ws_ns: 0.355
tns_ns: 0
wire_per_inst_um: 13.9
yosysMostFrequentCell: "dfxtp_1"
reg2reg_depth: 12
path_depth: 12
slew_headroom_pct: 51.3
rsz0062_at_grt: "no"
final.setup.worst_slack_ns: 5.97
cts_buffers: 5
clock_skew_ns: 0.00836
synth_top_cell_by_area: "dfxtp_1"
syn_to_final_growth_pct: 15.1
ys_ff: 39
fp_util_pct: 41.7
arrival_ns: 3.60
cts_hold_buf: 0
crit_path_end_kind: "flop"
slew_viol_final: 0
ys_area_mm2: 0.00230
==> per-layer routing <==
| metal | track usage, % | up-vias | wire [um] |
|---|---|---|---|
| met5 | 0 | - | 0 |
| met2 | 26.4 | 58 | 2100 |
| met3 | 3.82 | 6 | 303 |
| li1 | - | 945 | - |
| met4 | 1.70 | 0 | 45 |
| met1 | 27.5 | 848 | 2310 |
==> how the worst min path moves through the flow <==
stage	startpoint	to	cells after the start
final	pantalla_aux[0]	pantalla_aux[1]	0
after global routing	pantalla_aux[0]	pantalla_aux[1]	0
after CTS	pantalla_aux[0]	pantalla_aux[1]	0
==> flip-flops by register name, summed over array words and instances (netlist names) <==
register,flops
cifraBCD,4
i,32
pantalla_aux,3
==> cell families (layout without fill, tap and decap cells) <==
logic type               count (synthesis)  count (layout)  synth area share, %
AND/OR/NAND/NOR                        119             119                 34.2
flip-flops                              39              39                 34.0
AND-OR/OR-AND                           36              36                 11.8
XOR/XNOR                                26              26                 9.91
buffers and inverters                   20              38                 3.92
multiplexers                            10              10                 5.66
adder cells (fa/ha/maj)                  1               1                0.544
==> cell usage in the layout (no fill, tap or decap), drive strengths merged, types with 4 or more instances in the layout <==
| cell type | instances |
|---|---|
| dfxtp | 39 |
| nor2 | 36 |
| nand2 | 21 |
| clkdlybuf4s50 | 19 |
| xnor2 | 18 |
| nand3 | 14 |
| nor4 | 14 |
| inv | 10 |
| nand4 | 9 |
| xor2 | 8 |
| a21oi | 7 |
| o21ai | 7 |
| nor3 | 6 |
| and3 | 5 |
| clkbuf | 5 |
| a31oi | 4 |
| mux2i | 4 |
| mux2 | 4 |
==> stage by stage <==
step           area [um^2]  power [W]  cells
2_1_floorplan         2300   0.000174    251
3_3_place_gp          2530   0.000184    333
3_5_place_dp          2530   0.000183    333
4_1_cts               2650   0.000326    341
5_1_grt               2650   0.000333    341
6_report              2650   0.000321    341
==> report_power, final <==
part | internal, W | switching, W
logic | 0.00000873 | 0.00000513
registers | 0.000166 | 0.000000131
clock network | 0.0000791 | 0.0000618
==> final cells by class <==
type | count | share of cell area [%]
inverters | 10 | 1.42
clock inverters | 3 | 1.65
clock buffers | 5 | 2.60
repair buffers | 20 | 7.47
well taps | 72 | 3.40
flip-flops and latches | 39 | 29.5
multi-input cells | 192 | 53.9
Power figures rest on the tool's default switching activity, not on a simulated workload.
