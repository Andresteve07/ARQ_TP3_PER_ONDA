==> /design/flow/design.v <==
`timescale 1ns / 1ps
module calculador_periodo(clock_FPGA, reset, periodo_us);
	input clock_FPGA;
	input wire reset;
	output reg [11:0] periodo_us; 
	reg [5:0] cuenta_20ns;
	reg [11:0] cuenta_us;
	initial periodo_us = 0;
	initial cuenta_20ns = 0;
	initial cuenta_us = 0;
	always@ (posedge clock_FPGA) 
	begin
		if(reset) 
		begin
			periodo_us = cuenta_us;
			cuenta_20ns = 0;
			cuenta_us = 0;
		end
		else if (cuenta_20ns >= 50) 
		begin
			cuenta_20ns = 0;
			cuenta_us = cuenta_us + 1;
		end
		else cuenta_20ns  = cuenta_20ns + 1;
	end
endmodule
==> /design/flow/run.sh <==
#!/bin/bash
# OpenROAD 26Q1-2900-gdf79404cd8, Yosys 0.63+post, stock flow scripts
make -C /OpenROAD-flow-scripts/flow DESIGN_CONFIG=/design/flow/config.mk WORK_HOME=/design/flow/orfs finish
==> /design/flow/config.mk <==
export PLATFORM = sky130hd
export DESIGN_NAME = calculador_periodo
export DESIGN_NICKNAME = calculador_periodo
export VERILOG_FILES = /design/flow/design.v
export SDC_FILE = /design/flow/constraint.sdc
export NUM_CORES = 4
export LEC_CHECK = 1
export CORE_AREA = 10 10 97 97
export DIE_AREA = 0 0 107 107
==> /design/flow/constraint.sdc <==
current_design calculador_periodo

set clk_period 2.3
set clk_io_pct 0.2

create_clock -name clk0 -period $clk_period [get_ports {clock_FPGA}]

set non_clock_inputs [all_inputs -no_clocks]
set_input_delay [expr $clk_period * $clk_io_pct] -clock clk0 $non_clock_inputs
set_output_delay [expr $clk_period * $clk_io_pct] -clock clk0 [all_outputs]
==> flow_summary.json <==
{
  "chipArea_sq_um": 11400,
  "cp_cell_sequence": "ha_1 > nor4_4 > buf_4 > nor3_1 > a21oi_1 > a31o_2",
  "ctsResizeCount": 0,
  "slew_headroom_pct": 63.5,
  "critPathLaunchType": "flop",
  "finalSetupTns_ps": 0,
  "antenna_found_initial": 0,
  "ys_seq_share_pct": 61.5,
  "avgViaCountPerCell": 3.38,
  "lay_top_count": "nor2_1",
  "cp_max_fo": 8,
  "wirelength_microns": 1960,
  "synth-seq-cells": 30,
  "place_congestion": 0.718,
  "die_w_microns": 107,
  "pwr_density_cell_nw_per_um2": 793,
  "die_y_microns": 107,
  "syn_area_sq_um": 1170,
  "clkSinkCount": 30,
  "crit_arrival_ps": 1860,
  "comb_area_sq_um": 425,
  "rsz0062_at_grt": "false",
  "fillers": 812,
  "cts_tree": "done",
  "io_buffers": 13,
  "cp-end-kind": "flop",
  "utilization_pct": 21.6,
  "drt-wirelength-per-cell_microns": 8.66,
  "fmax_mhz": 593,
  "fin_crit_sh_pct": 73.4,
  "hold_buffers": 0,
  "clockBufferDepth": 2,
  "status": "completed",
  "numCtsBuffers": 5,
  "warning_count": 26,
  "cts.clk_slew.worst_paths_ps": 60,
  "hold_viol": 0,
  "dp_hpwl_microns": 1380,
  "setup_viol": 0,
  "post-cts-setup-buffer-count": 0,
  "grt_max_degree": 17,
  "total_power_mw": 1.25,
  "reg2reg_depth": 6,
  "leakagePower_nw": 0.532,
  "drtIter0Drc": 18,
  "postSynthCellCount": 104,
  "row_count": 31,
  "fp-utilization_pct": 16.1,
  "worstMarginPinSlew_ps": 546,
  "drtAntennaViolNets": 0,
  "fin_skew_ps": 7.05,
  "drcViolationCount": 0,
  "clkLatencyLatePin_ps": 280,
  "synth_chip_area_sq_um": 1170,
  "ir_drop_mv": 0.320,
  "drv_slew": 0,
  "grt_pass1_wl_microns": 3370,
  "synthDistinctLibCells": 24,
  "synth.avg_cell_area_sq_um": 11.3,
  "drt_pass1_iterations": 5,
  "htreeDepth": 2,
  "final_cell_mix": "21 x nor2_1, 18 x dfxtp_1, 13 x clkdlybuf4s50_1",
  "root_buffer": "clkbuf_8",
  "yosys_warnings": 1,
  "critPathRequiredTime_ps": 2470,
  "grt_pass1_vias": 700,
  "io_pins": 14,
  "max_stage_delay_ps": 420,
  "syn_to_final_growth_pct": 34.3,
  "cpMaxStageDelayCell": "dfxtp_1",
  "criticalPathCategory": "flop to flop",
  "hold_class": "flop to flop",
  "post-route-min-period_ps": 1690,
  "max_cap_viol_count": 0,
  "drive_gt1_share_pct": 13.4,
  "coreArea_sq_um": 7290,
  "ys_cells": 104,
  "regArea_sq_um": 721,
  "vias": 763,
  "holdPathStages": 0,
  "grtUsageTotal_pct": 3.58,
  "diodes": 0,
  "gr-total-overflow": 0
}
-- cell usage after synthesis (all sizes together) --
| library cell | instances | area, sq um |
|---|---|---|
| edfxtp | 12 | 360 |
| ha | 3 | 37.5 |
| nor2 | 22 | 85.1 |
| nor3 | 2 | 10.0 |
| mux2 | 2 | 22.5 |
| a31o | 2 | 17.5 |
| inv | 3 | 11.3 |
| nor4 | 5 | 46.3 |
| nand2b | 2 | 12.5 |
| xor2 | 2 | 17.5 |
| a21oi | 3 | 15.0 |
| buf | 1 | 11.3 |
| nand2 | 5 | 18.8 |
| nor2b | 2 | 12.5 |
| nor3b | 1 | 7.51 |
| o21ai | 1 | 5.00 |
| clkbuf | 1 | 3.75 |
| dfxtp | 18 | 360 |
| nand3 | 7 | 35.0 |
| or2 | 1 | 6.26 |
| nand4 | 1 | 6.26 |
| xnor2 | 8 | 70.1 |
-- cell families (layout without fill, tap and decap cells) --
group                      after synthesis  after routing  synth area share (%)
and+or+nand+nor                         48             48                  20.5
DFF                                     30             30                  61.5
xor gates and xnor gates                10             10                  7.47
AOI/OAI and AO/OA                        6              6                  3.20
buffers and inverters                    5             28                  2.24
adders and majority gates                3              3                  3.20
muxes                                    2              2                  1.92
-- state kept, by name (all words and copies together), names as in the netlist --
name / flops
cuenta_20ns: 6
cuenta_us: 12
periodo_us: 12
-- metal layers --
metal	vias up	GRT usage, %	wire, microns
met3	8	1.76	173
met4	0	1.06	63
met5	-	0	0
met2	20	5.00	793
met1	333	4.77	926
li1	402	-	-
-- final timing paths --
check	startpoint	slack (ps)	to
worst max-delay path	cuenta_20ns[1]	610	cuenta_us[8]
worst min-delay path	cuenta_us[11]	450	periodo_us[11]
worst max register to register	cuenta_20ns[1]	610	cuenta_us[8]
worst min register to register	cuenta_us[11]	450	periodo_us[11]
-- power by group --
| part | switching, mW | total [mW] | leakage (nW) | internal [mW] |
|---|---|---|---|---|
| combinational | 0.0255 | 0.0568 | 0.196 | 0.0313 |
| sequential | 0.00822 | 0.572 | 0.269 | 0.563 |
| clock | 0.192 | 0.621 | 0.0658 | 0.428 |
-- worst max-delay path: cells and delay by family, from the launching register on --
kind	cells	cell delay (ps)
simple gates	2	430
flops	1	420
compound gates	2	340
fa+ha+maj	1	230
buf+inv	1	170
-- metrics by stage --
| step | std cells | cell area [sq um] | worst slack [ps] | hold slack (ps) |
|---|---|---|---|---|
| detailed placement | 218 | 1440 | 454 | 436 |
| global route | 226 | 1570 | 470 | 454 |
| global placement | 218 | 1440 | 476 | 436 |
| floorplan | 104 | 1170 | 689 | 423 |
| finish | 226 | 1570 | 613 | 449 |
| CTS | 226 | 1570 | 610 | 449 |
-- layout make-up --
type                    count  area share [%]
repair buffers             17            10.2
clock inverters             3            4.05
multi-input cells          69            27.0
inverters                   3           0.715
flip-flops and latches     30            45.8
well taps                  99            7.87
clock buffers               5            4.37
Power figures rest on the tool's default switching activity, not on a simulated workload.
